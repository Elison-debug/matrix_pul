==> flow/design.v <==
`timescale 1ns / 1ns
module A_buffer(
    input  clk,
    input  rst,
    input  load_A_en,
    input  valid_input,
    input  [31:0]PWDATA,
    output reg load_A_done, 
    output [71:0]  A_input
);
    reg [1:0] count;
    reg [1:0] count_next;
    reg [71:0] rom_out;
    reg [71:0] rom_out_next;
    assign A_input = rom_out;
always @(posedge clk or negedge rst) begin
    if(!rst) begin
        count   <= 2'b0;
        rom_out <= 72'b0;
    end
    else begin
        count   <= count_next;
        rom_out <= rom_out_next;
    end
end
always @(*) begin
    count_next = count;
    rom_out_next = rom_out;
    load_A_done = 1'b0;
    if(load_A_en && valid_input)begin
        case (count)
            2'b00,2'b01: begin
                rom_out_next = {rom_out_next[39:0], PWDATA};
                count_next = count + 1'b1;  
            end
            2'b10: begin
                rom_out_next = {rom_out_next[63:0], PWDATA[7:0]};
                count_next = 2'b00;  
                load_A_done = 1'b1;  
            end
            default: begin
                count_next = count;
            end
        endcase
    end
end
endmodule
==> flow/run.sh <==
#!/bin/bash
# OpenROAD 26Q1-2900-gdf79404cd8, Yosys 0.63+post, stock flow scripts
make -C /OpenROAD-flow-scripts/flow DESIGN_CONFIG=/design/flow/config.mk WORK_HOME=/design/flow/orfs finish
==> flow/config.mk <==
export PLATFORM = sky130hd
export DESIGN_NAME = A_buffer
export DESIGN_NICKNAME = A_buffer
export VERILOG_FILES = /design/flow/design.v
export SDC_FILE = /design/flow/constraint.sdc
export NUM_CORES = 4
export LEC_CHECK = 1
export CORE_UTILIZATION = 50
==> flow/constraint.sdc <==
current_design A_buffer

set clk_period 9.2
set clk_io_pct 0.2

create_clock -name clk0 -period $clk_period [get_ports {clk}]

set non_clock_inputs [all_inputs -no_clocks]
set_input_delay [expr $clk_period * $clk_io_pct] -clock clk0 $non_clock_inputs
set_output_delay [expr $clk_period * $clk_io_pct] -clock clk0 [all_outputs]
==> impl_metrics.ini <==
; flow metrics
[outcome]
outcome = finished clean

[critical_path]
critPathMaxFanout = 4
critical_path_class = in -> out
cp-end-kind = output pin
cpPeakStageDelay_ns = 0.47
crit_start = load_A_en
crit_arrival_ns = 3.00
critPathLaunchType = input pin
cp_common_cell = clkdlybuf4s50_1
cp_top_family = buffers and inverters
path_cells = clkdlybuf4s50_1, nand2_1, nor2_1, clkdlybuf4s50_1
slowest_stage = clkdlybuf4s50_1
critPathBufInv = 2
worstReg2RegStart = count[0]
crit_required_ns = 7.36

[route]
ant_nets = 0
via_count = 2248
drt-initial-drc-count = 37
vias_per_cell = 5.07
drc = 0
num_antenna_cells = 0
first_pass_iters = 2
wl_per_cell_um = 15.0
wirelength_um = 6650

[die]
chip_area_um2 = 7810
ios = 109
die_h_um = 88.4
die_x_um = 88.4
num_rows = 31
fp.coreArea_um2 = 7210
core_util_floorplan_pct = 51.7

[timing]
period_needed_ns = 4.84
fin_tns_setup_ns = 0
slew_headroom_pct = 50.5
hold_violations = 0
finClkSkew_ns = 0.00719
setup_viol_count_final = 0
tightest_slew_ns = 0.741
drv_slew = 0
max_freq_mhz = 207
fin_crit_sh_pct = 52.6
rsz0062_at_grt = false

[cells_and_area]
n_fill_cell = 541
drive_above_1_share_pct = 45.9
mostFrequentLayoutCell = clkdlybuf4s50_1
lay_top_cells = 107 x clkdlybuf4s50_1, 88 x mux2_2, 74 x dfrtp_1
area_growth_pct = 35.6
stdcell_count = 443
logic_area_um2 = 1780
register_area_um2 = 1850

[clock_tree]
clk_pin_slew_ns = 0.07
cts_hold_buffers = 0
cts-htree-levels = 3
cts_tree = built
cts_buffers = 9
cts-resized-gates = 0
numClockSinks = 74
cts-root-buf = clkbuf_8
post_cts_buffers = 0
clock.latency.late_pin_ns = 0.33
clock_path_buffers = 2

[job]
cap_violations = 0
warnings = 26

[placement]
portBuffers = 108
dpl.hpwl_um = 4390
dp.cells = 427
gp_congestion = 0.748

[pwr]
cellPowerDensity_nw_per_um2 = 345
leakage_uw = 0.00223
peakVddDrop_mv = 0.165

[yosys]
ys_area_um2 = 3730
ys.flops = 74
yosysWarnings = 1
synthCells = 231
ys_cells = 231
ys_types = 10
ys_seq_share_pct = 49.7
syn_area_um2 = 3730
avgSynthCellArea_um2 = 16.1

[global_route]
grtUsageTotal_pct = 18.2
grt_pass1_vias = 2294
gr-total-overflow = 0
grt_max_degree = 51
antenna_found_initial = 0
grt_first_pass_wirelength_um = 10800

[min_path]
hp-class = reg -> reg
hp-start = rom_out[67]
-- worst reg2reg max path, stage by stage, from the launching register on --
cell	delay [ns]
dfrtp_1	0.44
nand2b_4	0.55
buf_4	0.59
mux2_2	0.41
mux2_2	0.26
-- cells in the mapped netlist --
library cell  count  area share (%)
xor2_1            1            0.23
nand2_1           1            0.10
dfrtp_1          74              50
nor2_1            2            0.20
mux2_2           88              27
mux2_4           49              20
buf_6             6             1.8
nand2b_4          1            0.37
a21oi_2           1            0.23
buf_2             8             1.1
-- per-stage QoR --
| stage | power, uW | setup slack [ns] | cell area, um2 | util, % | hold WS [ns] |
|---|---|---|---|---|---|
| after global placement | 1500 | 4.37 | 4850 | 67.3 | 0.490 |
| final | 1740 | 4.36 | 5050 | 70.1 | 0.506 |
| after global routing | 1870 | 4.26 | 5050 | 70.1 | 0.523 |
| after detailed placement | 1510 | 4.35 | 4850 | 67.3 | 0.495 |
| after CTS | 1770 | 4.35 | 5050 | 70.1 | 0.511 |
| after floorplan | 1120 | 5.38 | 3730 | - | 0.456 |
-- where the power goes --
group	switching (uW)	internal (uW)	total [uW]	leakage (uW)
registers	146	492	638	0.000879
logic	198	662	861	0.00124
clock network	111	135	245	0.000106
-- flip-flops by register name, indices dropped and copies added, names as in the netlist --
register and cells:
count 2, rom_out 72
-- logic make-up (layout without fill, tap and decap cells) --
kind of cell	count (synthesis)	after routing	share of synthesized area, %
XOR/XNOR	1	1	0.235
AND-OR/OR-AND	1	1	0.235
flip-flops	74	74	49.7
buffers and inverters	14	127	2.89
AND/OR/NAND/NOR	4	4	0.671
multiplexers	137	137	46.3
-- cell type report --
class | count | area share, %
repair buffers | 111 | 21.8
multi-input cells | 143 | 35.1
well taps | 99 | 2.45
flip-flops and latches | 74 | 36.6
clock buffers | 15 | 3.89
clock inverters | 1 | 0.0990
-- path summary, 6_finish.rpt --
kind,cells past startpoint,slack (ns),end
worst max-delay path,4,4.36,load_A_done
worst min-delay path,1,0.51,rom_out[67]
worst max register to register,4,6.84,rom_out[58]
worst min register to register,1,0.51,rom_out[67]
max in group asynchronous,2,6.88,rom_out[3]
min in group asynchronous,1,1.45,rom_out[21]
-- layer usage --
layer / routed length [um] / part of all wire (%) / up-vias / GRT usage, %
met1: 3130 / 47 / 1122 / 28.6
li1: - / - / 1059 / -
met5: 0 / 0 / - / 0
met4: 49 / 0.74 / 0 / 2.64
met2: 3030 / 46 / 62 / 28.3
met3: 433 / 6.5 / 5 / 3.78
Power figures rest on the tool's default switching activity, not on a simulated workload.
