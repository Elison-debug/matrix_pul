==> design.v <==
`timescale 1ns / 1ns
module X_buffer(
    input  clk,
    input  rst,
    input  ALU_en,  
    input  load_en,
    input  valid_input,
    input  row_finish,
    input  [31:0] X_load,     
    input  [4 :0] row_count,
    output [23:0] X_reg1,  
    output [23:0] X_reg2,
    output [23:0] X_reg3,
    output load_done
);
    reg [2:0] count;
    reg [2:0] count_next;
    assign load_done = count == 3'd7;
    reg [239:0] s_reg [3:0];
    reg [239:0] s_reg_next [3:0];
    reg [1:0] addr, addr_1,addr_2,addr_3;
    always @(*) begin
        addr   = row_count[1:0];
        addr_1 = row_count[1:0]+2'b01;
        addr_2 = row_count[1:0]+2'b10;
        addr_3 = row_count[1:0]+2'b11;
    end
    assign X_reg1 = s_reg[addr_1][23:0];
    assign X_reg2 = s_reg[addr_2][23:0];
    assign X_reg3 = s_reg[addr_3][23:0];
always @(posedge clk or negedge rst) begin
    if(!rst) begin
        s_reg[0]   <= 240'b0;
        s_reg[1]   <= 240'b0;
        s_reg[2]   <= 240'b0;
        s_reg[3]   <= 240'b0;
        count      <= 3'b0;
    end
    else begin
        count      <= count_next;
        s_reg[0]   <= s_reg_next[0];
        s_reg[1]   <= s_reg_next[1];
        s_reg[2]   <= s_reg_next[2];
        s_reg[3]   <= s_reg_next[3];
    end
end
always @(*) begin
    count_next       = count;
    s_reg_next[0]    = s_reg[0];
    s_reg_next[1]    = s_reg[1];
    s_reg_next[2]    = s_reg[2];
    s_reg_next[3]    = s_reg[3];
    if(load_done) begin
        count_next = 3'b0;
    end
    else if(row_count==5'd28 && row_finish) begin
        s_reg_next[addr] = 240'b0;
        count_next = count + 3'd7;  
    end
    else if(load_en && valid_input)begin
        s_reg_next[addr] = {8'b0, X_load, s_reg[addr][231:40], 8'b0};
        count_next = count +1'b1;  
    end 
    if(row_finish)begin
        s_reg_next[addr_1] = {s_reg[addr_1][23:0] , s_reg[addr_1][239:24]};
        s_reg_next[addr_2] = {s_reg[addr_2][23:0] , s_reg[addr_2][239:24]};
        s_reg_next[addr_3] = {s_reg[addr_3][23:0] , s_reg[addr_3][239:24]};
    end
    else if(ALU_en) begin
        s_reg_next[addr_1] = {s_reg[addr_1][7:0] , s_reg[addr_1][239:8]};
        s_reg_next[addr_2] = {s_reg[addr_2][7:0] , s_reg[addr_2][239:8]};
        s_reg_next[addr_3] = {s_reg[addr_3][7:0] , s_reg[addr_3][239:8]};
    end
end
endmodule
==> run.sh <==
#!/bin/bash
# OpenROAD 26Q1-2900-gdf79404cd8, Yosys 0.63+post, stock flow scripts
make -C /OpenROAD-flow-scripts/flow DESIGN_CONFIG=/design/flow/config.mk WORK_HOME=/design/flow/orfs finish
==> config.mk <==
export PLATFORM = sky130hd
export DESIGN_NAME = X_buffer
export DESIGN_NICKNAME = X_buffer
export VERILOG_FILES = /design/flow/design.v
export SDC_FILE = /design/flow/constraint.sdc
export NUM_CORES = 4
export LEC_CHECK = 1
export CORE_UTILIZATION = 30
==> constraint.sdc <==
current_design X_buffer

set clk_period 36.5
set clk_io_pct 0.2

create_clock -name clk0 -period $clk_period [get_ports {clk}]

set non_clock_inputs [all_inputs -no_clocks]
set_input_delay [expr $clk_period * $clk_io_pct] -clock clk0 $non_clock_inputs
set_output_delay [expr $clk_period * $clk_io_pct] -clock clk0 [all_outputs]
==> out/results.txt <==
status - completed
Slew @ Worst Pin - 1040 ps
Die Y - 419 um
Starting Density - 0.303
unrepaired setup endpoints after global routing - false
first-pass GRT wire length - 296 mm
Post-synth seq share - 0.463
final hold viol count - 0
Longest Clk Path Bufs - 3
Max Fanout on Critical Path - 45
layout cells sized above 1 - 0.101
Syn Area/Cell - 9.32 um^2
Largest register FFs - 960
Worst Setup Start Kind - input port
Placement Setup Slack - 19730 ps
Residual DRC - 0
VDD IR max - 0.0000423 V
row count - 152
total grt overflow - 0
worst hold path class - reg -> reg
largest net degree at the start of global routing - 170
tool warnings - 58
Placed Area - 0.0549 mm^2
Final Cycle Share - 0.460
setup bufs post-CTS - 0
synth unique cells - 65
clock share of power - 0.314
mapped cell area - 0.0521 mm^2
Flop pwr share - 0.478
CTS Buf Count - 108
Post-Route WL - 194 mm
area grow syn2layout - 12.9%
CTS Sinks - 963
Worst Path Required - 29200 ps
fin. max-slew vios - 0
P_sw - 1.34 mW
Non-Filler Instances - 7759
total negative slack - 0 ps
Total GRT Usage - 0.224
static leakage - 25.1 nW
Design Power - 3.78 mW
Final Cell Area - 0.0588 mm^2
final-layout fill cell count - 16800
Crit Path Category - in -> out
CORE AREA - 0.172 mm^2
CTS Hold Bufs - 0
Yosys Chip Area - 0.0521 mm^2
clk_skew - 42.2 ps
Tmin final - 16800 ps
combinational share of power - 0.208
max-cap viol count - 0
Internal - 2.44 mW
yosys stat cell total - 5592
Detailed Routing Iterations Pass 1 - 14
vias in the first global route - 45500
Peak Freq - 59.5 MHz
Yosys warning count - 3
DR iter-0 viols - 7015
DR vias - 48000
CTS tree - yes
antenna violations before repair - 13
PwrDens - 64.4 mW/mm^2
Avg Vias per Cell - 6.18
Syn Inst Count - 5592
Setup crit end kind - primary output
Seq. cell area - 0.0241 mm^2
final setup margin - 19700 ps
latest clock arrival within the worst-skew pair - 740 ps
Root Buffer - clkbuf_16
drt wl/cell - 25.0 um
GP Congestion - 0.954
Post-synth EDFFs - 0
final core occ - 0.342
htree depth - 3
Comb area - 0.0257 mm^2
chip area - 0.175 mm^2
switch share - 0.354
number of top-level pins - 116
Arr. time, crit path - 9500 ps
hold_ws - 508 ps
Reg clk slew, reported paths - 60 ps
Die W - 419 um
cell count after placement - 7554
Final setup viols - 0
Synth flops - 963
ANT nets after route - 0
DP HPWL - 114 mm
ys flop type - dfrtp_1
Post-CTS Resized - 0
ys async rst share - 1.00
number of port buffers - 115
worst rel slew slack - 0.305
## layer usage
| metal | GRT usage | routed length [um] | up-vias | share of wire |
|---|---|---|---|---|
| li1 | - | - | 20900 | - |
| met1 | 0.307 | 74700 | 23900 | 0.39 |
| met2 | 0.306 | 81600 | 2750 | 0.42 |
| met3 | 0.0716 | 20700 | 462 | 0.11 |
| met4 | 0.156 | 16800 | 10 | 0.087 |
| met5 | 0 | 66 | - | 0.00034 |
## area by class of cell
cell class	count	area share
inverters	27	0.00185
repair buffers	228	0.0366
well taps	2310	0.0491
flip-flops and latches	963	0.410
multi-input cells	4026	0.436
diodes	6	0.000255
clock inverters	46	0.0122
clock buffers	153	0.0538
## worst paths after layout
check | startpoint | endpoint | slack [ps] | depth (start not counted)
worst max-delay path | row_count[0] | X_reg1[0] | 19700 | 4
worst min-delay path | s_reg[0][35] | s_reg[0][35] | 510 | 2
worst max register to register | count[1] | s_reg[3][167] | 32240 | 11
worst min register to register | s_reg[0][35] | s_reg[0][35] | 510 | 2
max in group asynchronous | rst | s_reg[3][152] | 27340 | 4
min in group asynchronous | rst | s_reg[1][40] | 6570 | 1
## critical path, cell delays in order
cell and delay [ps]:
buf_4 500, buf_4 610, mux4_2 590, clkdlybuf4s50_1 430
## kinds of logic after synthesis
kind of cell,share of synthesized area
flops,0.463
simple gates,0.155
buf+inv,0.0496
xor+xnor,0.000168
compound gates,0.257
mux,0.0750
fa+ha+maj,0.000384
## power groups by stage
| stage | Combinational, mW | Sequential (mW) | Clock (mW) |
|---|---|---|---|
| CTS | 0.786 | 1.79 | 1.21 |
| global route | 0.879 | 1.84 | 1.24 |
| finish | 0.788 | 1.81 | 1.19 |
## synth_stat cells (6+ instances only)
library cell,number,area share
a211o_1,6,0.0010
a211oi_1,51,0.0073
a21oi_1,160,0.015
a221o_1,114,0.022
a221oi_1,77,0.013
a222oi_1,344,0.066
a22oi_1,190,0.027
a2bb2oi_1,15,0.0025
a31oi_1,139,0.017
and3_1,13,0.0016
buf_1,48,0.0035
buf_2,208,0.020
buf_4,14,0.0020
clkbuf_1,303,0.022
dfrtp_1,963,0.46
inv_1,24,0.0017
mux2_2,54,0.012
mux2i_1,161,0.031
mux4_2,75,0.032
nand2_1,1425,0.10
nand3_1,181,0.017
nor2_1,316,0.023
nor3_1,64,0.0061
o211ai_1,10,0.0014
o21ai_0,169,0.016
o221a_2,71,0.015
o22ai_1,195,0.023
o311a_1,114,0.022
or3_1,6,0.00072
## cell usage in the layout, fill, tap and decap left out, drive strengths merged, types with 6 or more instances in the layout
cell           Yosys  layout
a211o              6       6
a211oi            51      51
a21oi            161     161
a221o            114     114
a221oi            77      77
a222oi           344     344
a22oi            190     190
a2bb2oi           15      15
a31oi            139     139
and3              13      13
buf              271     118
bufinv             0      14
clkbuf           305     153
clkdlybuf4s50      0     110
clkinv             0      28
dfrtp            963     963
diode              0       6
inv               27      31
mux2              54      54
mux2i            161     161
mux4              75      75
nand2           1427    1427
nand3            181     181
nor2             320     320
nor3              66      66
o211ai            10      10
o21ai            172     172
o221a             71      71
o22ai            195     195
o311a            114     114
or3                6       6
Power and IR drop assume default switching activity.
