===== run.sh =====
#!/bin/bash
# OpenROAD 26Q1-2900-gdf79404cd8, Yosys 0.63+post, stock flow scripts
make -C /OpenROAD-flow-scripts/flow DESIGN_CONFIG=/design/flow/config.mk WORK_HOME=/design/flow/orfs finish

===== config.mk =====
export PLATFORM = sky130hd
export DESIGN_NAME = ALU
export DESIGN_NICKNAME = ALU
export VERILOG_FILES = /design/flow/design.v
export SDC_FILE = /design/flow/constraint.sdc
export NUM_CORES = 4
export LEC_CHECK = 1
export CORE_UTILIZATION = 40

===== constraint.sdc =====
current_design ALU

set clk_period 11.7
set clk_io_pct 0.2

create_clock -name clk0 -period $clk_period [get_ports {clk}]

set non_clock_inputs [all_inputs -no_clocks]
set_input_delay [expr $clk_period * $clk_io_pct] -clock clk0 $non_clock_inputs
set_output_delay [expr $clk_period * $clk_io_pct] -clock clk0 [all_outputs]

===== design.v =====
`timescale 1ns / 1ns
module ALU(
    input  clk,
    input  rst,
    input        ALU_en,  
    input [71:0] A_input,
    input [23:0] X_reg1,
    input [23:0] X_reg2,
    input [23:0] X_reg3,
    output [19:0] sum,      
    output reg web 
);  
    wire web_next;  
    assign web_next = ALU_en;  
    reg [16:0]  MU1_r;
    reg [16:0]  MU2_r;
    reg [16:0]  MU3_r;
    reg [16:0]  MU4_r;
    reg [16:0]  MU5_r;
    reg [16:0]  MU6_r;
    reg [16:0]  MU7_r;
    reg [16:0]  MU8_r;
    reg [16:0]  MU9_r;
    reg [16:0]  MU1_next,MU2_next,MU3_next,MU4_next;
    reg [16:0]  MU5_next,MU6_next,MU7_next,MU8_next,MU9_next;
    wire [17:0] sum0 = MU1_r + MU2_r;
    wire [17:0] sum1 = MU3_r + MU4_r;
    wire [17:0] sum2 = MU5_r + MU6_r;
    wire [17:0] sum3 = MU7_r + MU8_r;
    wire [18:0] sum4 = sum0 + sum1;
    wire [18:0] sum5 = sum2 + sum3;
    wire [19:0] sum6 = sum4 + sum5;
    assign sum  = sum6 + MU9_r;
    always @(posedge clk or negedge rst) begin
        if(!rst) begin
            web   <= 0; 
            MU1_r <= 17'b0; MU2_r <= 17'b0; MU3_r <= 17'b0; MU4_r <= 17'b0;
            MU5_r <= 17'b0; MU6_r <= 17'b0; MU7_r <= 17'b0;
            MU8_r <= 17'b0; MU9_r <= 17'b0;
        end
        else begin
            web   <= web_next;
            MU1_r <= MU1_next; 
            MU2_r <= MU2_next; 
            MU3_r <= MU3_next; 
            MU4_r <= MU4_next;
            MU5_r <= MU5_next;
            MU6_r <= MU6_next;
            MU7_r <= MU7_next;
            MU8_r <= MU8_next;
            MU9_r <= MU9_next;
        end
    end
    always @(*) begin
        if (ALU_en) begin
            MU1_next = A_input[71:64]*X_reg1[7 : 0];
            MU2_next = A_input[63:56]*X_reg1[15: 8];
            MU3_next = A_input[55:48]*X_reg1[23:16];
            MU4_next = A_input[47:40]*X_reg2[7 : 0];
            MU5_next = A_input[39:32]*X_reg2[15: 8];
            MU6_next = A_input[31:24]*X_reg2[23:16];
            MU7_next = A_input[23:16]*X_reg3[7 : 0];
            MU8_next = A_input[15: 8]*X_reg3[15: 8];
            MU9_next = A_input[7 : 0]*X_reg3[23:16];
        end
        else begin
            MU1_next = 17'b0; MU2_next = 17'b0; MU3_next = 17'b0; MU4_next = 17'b0;
            MU5_next = 17'b0; MU6_next = 17'b0; MU7_next = 17'b0;
            MU8_next = 17'b0; MU9_next = 17'b0;
        end
    end 
endmodule

==> run_summary.xml <==
<?xml version="1.0" encoding="UTF-8"?>
<metrics>
  <group name="sta">
    <metric name="final_min_period_over_clock_period" unit="%">73.5</metric>
    <metric name="max_clock_freq" unit="GHz">0.116</metric>
    <metric name="totalNegativeSetupSlack" unit="ns">0</metric>
    <metric name="final-setup-viol-count" unit="">0</metric>
    <metric name="timing_worst_slew_pin_value" unit="ns">0.877</metric>
    <metric name="finalHoldViolCount" unit="">0</metric>
    <metric name="finalWorstPathRequiredPeriod" unit="ns">8.60</metric>
    <metric name="rsz0062_at_grt" unit="">no</metric>
    <metric name="final_max_slew_viol_count" unit="">0</metric>
    <metric name="timing.slew.headroom" unit="%">40.8</metric>
  </group>
  <group name="logic_synthesis">
    <metric name="synth.ff_latch_count" unit="">145</metric>
    <metric name="post_synth_num_cell_types" unit="">63</metric>
    <metric name="synth-async-reset-ratio" unit="%">100</metric>
    <metric name="synth_sequential_area_ratio" unit="%">13.3</metric>
    <metric name="yosysTopAreaCell" unit="">sky130_fd_sc_hd__fa_1</metric>
    <metric name="synth_area_per_cell" unit="µm²">9.03</metric>
    <metric name="synthesis.yosys.warnings" unit="">1</metric>
    <metric name="netlist_area" unit="mm²">0.0273</metric>
    <metric name="synthMostInstantiatedCell" unit="">sky130_fd_sc_hd__inv_1</metric>
    <metric name="ys_top_cells_by_area" unit="">sky130_fd_sc_hd__fa_1 28%, sky130_fd_sc_hd__ha_1 19%, sky130_fd_sc_hd__dfrtp_1 13%, sky130_fd_sc_hd__and2_1 7.3%, sky130_fd_sc_hd__inv_1 6.9%</metric>
    <metric name="ys_chip_area" unit="mm²">0.0273</metric>
    <metric name="edf_count" unit="">0</metric>
    <metric name="synth.top_cells.by_count" unit="">505 x sky130_fd_sc_hd__inv_1, 409 x sky130_fd_sc_hd__ha_1, 377 x sky130_fd_sc_hd__fa_1</metric>
    <metric name="synth.yosys.num_cells" unit="">3022</metric>
    <metric name="syn_inst" unit="">3022</metric>
    <metric name="dominantRegCellSynth" unit="">sky130_fd_sc_hd__dfrtp_1</metric>
    <metric name="area_fraction_of_the_dominant_cell_type_after_synthesis" unit="%">27.7</metric>
  </group>
  <group name="job">
    <metric name="log.warning_count" unit="">25</metric>
    <metric name="cap_viol_max_count" unit="">0</metric>
  </group>
  <group name="global_route">
    <metric name="first_pass_grt_wire_length" unit="µm">103000</metric>
    <metric name="grt_antenna_before_repair" unit="">0</metric>
    <metric name="grt_remaining_overflow" unit="">0</metric>
    <metric name="first_global_vias" unit="">20500</metric>
    <metric name="groute.usage.overall" unit="%">19.0</metric>
    <metric name="grt_start_max_net_pins" unit="">71</metric>
  </group>
  <group name="run_status">
    <metric name="status" unit="">completed</metric>
  </group>
  <group name="detailed_routing">
    <metric name="routedWlPerCell" unit="µm">14.7</metric>
    <metric name="detailedRoute.firstIterationViolations" unit="">681</metric>
    <metric name="antenna_cells" unit="">0</metric>
    <metric name="route.detailed.vias_per_inst" unit="">4.98</metric>
    <metric name="totalWireLength" unit="µm">59700</metric>
    <metric name="dr.pass1.iters" unit="">5</metric>
    <metric name="drt.antenna.violating_nets" unit="">0</metric>
    <metric name="route.detailed.drc" unit="">0</metric>
    <metric name="vias" unit="">20200</metric>
  </group>
  <group name="clock_network">
    <metric name="cts_made_buffers" unit="">17</metric>
    <metric name="clk_transition_reported_paths" unit="ns">0.06</metric>
    <metric name="root_driver" unit="">sky130_fd_sc_hd__clkbuf_16</metric>
    <metric name="htree_levels" unit="">4</metric>
    <metric name="tritoncts_sink_count" unit="">145</metric>
    <metric name="tritoncts_clock_tree" unit="">yes</metric>
    <metric name="cts_resized" unit="">0</metric>
    <metric name="cts-root-to-sink-buffers" unit="">2</metric>
    <metric name="cts_hold_buffers" unit="">0</metric>
    <metric name="postCtsSetupRepairBufs" unit="">0</metric>
  </group>
  <group name="placement">
    <metric name="hpwl" unit="µm">50100</metric>
    <metric name="gp_congestion" unit="">0.904</metric>
    <metric name="portBuffers" unit="">167</metric>
  </group>
  <group name="hold_path">
    <metric name="min-delay-path-class" unit="">in2async</metric>
  </group>
  <group name="critical_path">
    <metric name="critical-path-top-cell-by-count" unit="">sky130_fd_sc_hd__fa_1</metric>
    <metric name="critical-path-slowest-cell" unit="">sky130_fd_sc_hd__clkdlybuf4s50_1</metric>
    <metric name="crit_path_start_kind" unit="">flop</metric>
    <metric name="worst-endpoint-arrival" unit="ns">6.26</metric>
    <metric name="crit_path_cell_trace" unit="">ha_1 -&gt; inv_1 -&gt; fa_1 -&gt; nor2b_1 -&gt; o31ai_1 -&gt; a22oi_1 -&gt; a21oi_1 -&gt; a21oi_1 -&gt; xor2_1 -&gt; fa_1 -&gt; inv_1 -&gt; fa_1 -&gt; inv_1 -&gt; fa_1 -&gt; ha_1 -&gt; and3_1 -&gt; and3_1 -&gt; a221oi_1 -&gt; o21ai_0 -&gt; a21oi_1 -&gt; xnor2_1 -&gt; clkdlybuf4s50_1</metric>
    <metric name="criticalPathCategory" unit="">reg2out</metric>
    <metric name="cp_data_required_time" unit="ns">9.36</metric>
    <metric name="path_max_fanout" unit="">6</metric>
    <metric name="timing.critical_path.to_type" unit="">output port</metric>
    <metric name="critical-path-max-stage-delay" unit="ns">0.55</metric>
  </group>
  <group name="floorplan">
    <metric name="floorplanUtilization" unit="%">40.5</metric>
    <metric name="core-area" unit="mm²">0.0673</metric>
    <metric name="floorplan_die_height" unit="µm">263</metric>
    <metric name="ioPinCount" unit="">168</metric>
    <metric name="floorplan.die_area" unit="mm²">0.0692</metric>
    <metric name="dieWidth" unit="µm">263</metric>
    <metric name="placement_rows" unit="">95</metric>
  </group>
  <group name="layout">
    <metric name="syn_to_final_growth" unit="%">11.8</metric>
    <metric name="post_route_cells_drive_above_1_share" unit="%">1.82</metric>
  </group>
</metrics>
how the worst max path moves through the flow:
stage | startpoint | endpoint | slack, ns
CTS | MU3_r[0] | sum[14] | 3.10
global route | MU2_r[0] | sum[16] | 2.60
finish | MU1_r[0] | sum[17] | 3.10
through the flow:
stage	hold slack, ns	area (µm²)	cells	setup slack, ns	utilization (%)
finish	1.83	30500	4058	3.10	45.3
global route	1.85	30500	4058	2.60	45.3
CTS	1.84	30500	4058	3.10	45.3
detailed placement	2.29	29900	4026	3.59	44.5
global placement	2.29	29900	4026	3.63	44.5
floorplan	2.04	27300	3022	4.64	-
flip-flops by register name (all words and copies together) (netlist names):
name   flops
MU3_r     16
MU8_r     16
MU6_r     16
web        1
MU5_r     16
MU2_r     16
MU4_r     16
MU7_r     16
MU9_r     16
MU1_r     16
kinds of logic (layout without fill, tap and decap cells):
| kind of cell | after synthesis | in the layout | share of synthesized area [%] |
|---|---|---|---|
| buffers and inverters | 548 | 711 | 7.54 |
| and+or+nand+nor | 931 | 931 | 16.8 |
| xor gates and xnor gates | 138 | 138 | 4.43 |
| adders and majority gates | 786 | 786 | 46.4 |
| AOI/OAI and AO/OA | 468 | 468 | 11.3 |
| muxes | 6 | 6 | 0.220 |
| DFF | 145 | 145 | 13.3 |
cell type report:
class / instances / area, µm²
fillers: 6481 / 36800
multi-input cells: 2329 / 21600
flip-flops and latches: 145 / 3630
inverters: 506 / 1900
repair buffers: 173 / 1710
well taps: 873 / 1090
clock buffers: 19 / 443
clock inverters: 13 / 126
placed cells by master (no fill, tap or decap), types with 10 or more instances in the layout:
cell type                         instances
sky130_fd_sc_hd__a21oi_1                110
sky130_fd_sc_hd__nand3_1                 20
sky130_fd_sc_hd__xnor2_1                 94
sky130_fd_sc_hd__dfrtp_1                145
sky130_fd_sc_hd__a211oi_1                48
sky130_fd_sc_hd__o31ai_1                 13
sky130_fd_sc_hd__o21bai_1                15
sky130_fd_sc_hd__nand2_1                354
sky130_fd_sc_hd__o21a_1                  30
sky130_fd_sc_hd__clkbuf_16               17
sky130_fd_sc_hd__inv_1                  505
sky130_fd_sc_hd__nor3_1                  29
sky130_fd_sc_hd__ha_1                   409
sky130_fd_sc_hd__a21o_1                  57
sky130_fd_sc_hd__and3_1                  18
sky130_fd_sc_hd__a221oi_1                10
sky130_fd_sc_hd__a31oi_1                 19
sky130_fd_sc_hd__nor2_1                 135
sky130_fd_sc_hd__xor2_1                  44
sky130_fd_sc_hd__and2_1                 318
sky130_fd_sc_hd__clkdlybuf4s50_1        165
sky130_fd_sc_hd__o21ai_0                 95
sky130_fd_sc_hd__nand2b_1                14
sky130_fd_sc_hd__fa_1                   377
sky130_fd_sc_hd__nor2b_1                 11
routing by layer:
layer	global-route usage (%)	wire length (µm)	vias up
met2	27.8	25700	348
met4	1.39	441	0
li1	-	-	10100
met5	0	0	-
met1	30.0	29200	9750
met3	5.72	4390	21
critical path: cells and delay by family (launching register included):
family                     cells  cell delay (ns)
AOI/OAI and AO/OA              7             1.48
xor gates and xnor gates       2             0.48
adders and majority gates      6             2.21
buffers and inverters          4             0.77
DFF                            1             0.33
and+or+nand+nor                3             0.58
